==> flow/design.v <==
module memram (clk, wren, address, write_data, read_data);
	parameter address_length = 6;
	parameter data_length = 8;
	input clk, wren;
	input [address_length-1:0] address;
	input [data_length-1:0] write_data;
	output [data_length-1:0] read_data;
	reg [data_length-1:0] reg_file [2**address_length-1:0];
	always @(posedge clk) begin
		if (wren) reg_file[address] <= write_data;
	end
	assign read_data = reg_file[address];
endmodule
`timescale 1ns / 1ps
module memrom (address, data);
	input [7:0] address;
	output reg [12:0] data;
	always @* begin
		case(address)
			8'h00: data = 13'h1D00;
			8'h01: data = 13'h1200;
			8'h02: data = 13'h1100;
			8'h03: data = 13'h1201;
			8'h04: data = 13'h1101;
			8'h05: data = 13'h1202;
			8'h06: data = 13'h1000;
			8'h07: data = 13'h0102;
			8'h08: data = 13'h1200;
			8'h09: data = 13'h1002;
			8'h0A: data = 13'h0802;
			8'h0B: data = 13'h1202;
			8'h0C: data = 13'h1001;
			8'h0D: data = 13'h0801;
			8'h0E: data = 13'h1201;
			8'h0F: data = 13'h1000;
			8'h10: data = 13'h0102;
			8'h11: data = 13'h1700;
			8'h12: data = 13'h1506;
			8'h13: data = 13'h1001;
			8'h14: data = 13'h1E00;
			8'h15: data = 13'h1F00;
			default: data = 13'h0000;
		endcase
	end
endmodule
`timescale 1ns / 1ps
module vsprocessor (clk, rst, indata, outdata, a_value, pc_value, ir_value);
	input clk, rst;
	input [7:0] indata;
	output [7:0] outdata, a_value, pc_value;
	output [12:0] ir_value;
	reg [12:0] ir;
	reg [7:0] acc, rout, pc, spc;
	reg [4:0] state;
	reg wram;
	wire [12:0] rom_data;
	wire [7:0] ram_data;
	memram regfile (.clk(clk), .wren(wram), .address(ir[5:0]), .write_data(acc), .read_data(ram_data));
	memrom meminst (.address(pc), .data(rom_data));
	assign outdata = rout;
	assign a_value = acc;
	assign pc_value = pc;
	assign ir_value = ir;
	parameter inicio = 0,
				 busca = 1,
				 decodifica = 2,
				 Add = 3,
				 Sub = 4,
				 And = 5,
				 Or = 6,
				 Xor = 7,
				 Shl = 7,
				 Shr = 8,
				 Comp = 9,
				 Addi = 10,
				 Subi = 11,
				 Andi = 12,
				 Ori = 13,
				 Xori = 14,
				 Shli = 15,
				 Shri = 16,				 
				 Lda = 17,
				 Ldi = 18,
				 Sta = 19,
				 Goto = 20,
				 Skifz = 21,
				 Skifn = 22,
				 Call = 23,
				 Ret = 24,
				 In = 25,
				 Out = 26,
				 Halt = 27,
				 sincroniza = 31;
	always @(posedge clk or posedge rst) begin
		if(rst) begin
			state = inicio;
			pc = 8'h00;
			spc = 8'h00;
			ir = 13'h0000;
			acc = 8'h00;
			rout = 8'h00;
			wram = 1'b0;
		end
		else begin
			case(state)
				inicio: begin
					pc = 8'h00;
					spc = 8'h00;
					ir = 13'h0000;
					acc = 8'h00;
					rout = 8'h00;
					wram = 1'b0;
					state = busca;
				end
				busca: begin
					pc = pc + 8'd1;
					ir = rom_data;
					wram = 1'b0;
					state = decodifica;
				end
				decodifica: begin
					if(ir[12:8] == 5'h00) state = Add;
					else if(ir[12:8] == 5'h01) state = Sub;
					else if(ir[12:8] == 5'h02) state = And;
					else if(ir[12:8] == 5'h03) state = Or;
					else if(ir[12:8] == 5'h04) state = Xor;
					else if(ir[12:8] == 5'h05) state = Shl;
					else if(ir[12:8] == 5'h06) state = Shr;
					else if(ir[12:8] == 5'h07) state = Comp;
					else if(ir[12:8] == 5'h08) state = Addi;
					else if(ir[12:8] == 5'h09) state = Subi;
					else if(ir[12:8] == 5'h0A) state = Andi;
					else if(ir[12:8] == 5'h0B) state = Ori;
					else if(ir[12:8] == 5'h0C) state = Xori;
					else if(ir[12:8] == 5'h0D) state = Shli;
					else if(ir[12:8] == 5'h0E) state = Shri;
					else if(ir[12:8] == 5'h10) state = Lda;
					else if(ir[12:8] == 5'h11) state = Ldi;
					else if(ir[12:8] == 5'h12) state = Sta;
					else if(ir[12:8] == 5'h15) state = Goto;
					else if(ir[12:8] == 5'h16) state = Skifz;
					else if(ir[12:8] == 5'h17) state = Skifn;
					else if(ir[12:8] == 5'h1A) state = Call;
					else if(ir[12:8] == 5'h1B) state = Ret;
					else if(ir[12:8] == 5'h1D) state = In;
					else if(ir[12:8] == 5'h1E) state = Out;
					else if(ir[12:8] == 5'h1F) state = Halt;
					else state = busca;
				end
				Add: begin
					acc = acc + ram_data;
					state = busca;
				end
				Sub: begin
					acc = acc - ram_data;
					state = busca;
				end
				And: begin
					acc = acc & ram_data;
					state = busca;
				end
				Or: begin
					acc = acc | ram_data;
					state = busca;
				end
				Xor: begin
					acc = acc ^ ram_data;
					state = busca;
				end			
				Shl: begin
					acc = acc << ram_data;
					state <= busca;
				end
				Shr: begin
					acc = acc >> ram_data;
					state = busca;
				end
				Comp: begin
					acc = ~acc;
					state = busca;
				end
				Addi: begin
					acc = acc + ir[7:0];
					state = busca;
				end
				Subi: begin
					acc = acc - ir[7:0];
					state = busca;
				end
				Andi: begin
					acc = acc & ir[7:0];
					state = busca;
				end
				Ori: begin
					acc = acc | ir[7:0];
					state = busca;
				end
				Xori: begin
					acc = acc ^ ir[7:0];
					state = busca;
				end			
				Shli: begin
					acc = acc << ir[7:0];
					state = busca;
				end
				Shri: begin
					acc = acc >> ir[7:0];
					state = busca;
				end
				Lda: begin
					acc = ram_data;
					state = busca;
				end
				Ldi: begin
					acc = ir[7:0];
					state = busca;
				end
				Sta: begin
					wram = 1'b1;
					state = busca;
				end
				Goto: begin
					pc = ir[7:0];
					state = sincroniza;
				end
				Skifz: begin
					if(acc == 8'h00) begin
						pc = pc + 8'd1;
						state = sincroniza;
					end
					else state = busca;
				end
				Skifn: begin
					if(acc[7] == 1'b1) begin
						pc = pc + 8'd1;
						state = sincroniza;
					end
					else state = busca;
				end			
				Call: begin
					spc = pc;
					pc = ir[7:0];
					state = sincroniza;
				end
				Ret: begin
					pc = spc;
					state = sincroniza;
				end
				In: begin
					acc = indata;
					state = busca;
				end
				Out: begin
					rout = acc;
					state = busca;
				end
				Halt: state = Halt;
				sincroniza: begin
					state = busca;
				end
				default: state = inicio;
			endcase
		end
	end
endmodule
==> flow/run.sh <==
#!/bin/bash
# OpenROAD 26Q1-2900-gdf79404cd8, Yosys 0.63+post, stock flow scripts
make -C /OpenROAD-flow-scripts/flow DESIGN_CONFIG=/design/flow/config.mk WORK_HOME=/design/flow/orfs finish
==> flow/config.mk <==
export PLATFORM = sky130hd
export DESIGN_NAME = vsprocessor
export DESIGN_NICKNAME = vsprocessor
export VERILOG_FILES = /design/flow/design.v
export SDC_FILE = /design/flow/constraint.sdc
export NUM_CORES = 4
export LEC_CHECK = 1
export CORE_UTILIZATION = 50
==> flow/constraint.sdc <==
current_design vsprocessor

set clk_period 5.2
set clk_io_pct 0.2

create_clock -name clk0 -period $clk_period [get_ports {clk}]

set non_clock_inputs [all_inputs -no_clocks]
set_input_delay [expr $clk_period * $clk_io_pct] -clock clk0 $non_clock_inputs
set_output_delay [expr $clk_period * $clk_io_pct] -clock clk0 [all_outputs]
==> impl_metrics.csv <==
group,metric,value,unit
hold_path,worstHoldPathType,"flip-flop to flip-flop",
drt,wl_per_cell,22.3,um
finish,final_layout_size_suffix_gt1_frac,0.149,
logic_synthesis,synth_flops,133,
timing,relSlewSlack,0.405,
global_route,antenna_found_initial,0,
logic_synthesis,syn_inst,666,
worst_setup_path,path_class,"flip-flop to flip-flop",
floorplan,die_h,124,um
power,powerDensity,554,nW/um^2
logic_synthesis,ys_seq_frac,0.491,
drt,drt_pass1_iterations,5,
floorplan,rows,44,
logic_synthesis,top_cell,"nand2_1",
timing,rsz0062_at_grt,"no",
global_route,grt_pass1_vias,5431,
timing,hold_violations,0,
run,maxCapViolCount,0,
logic_synthesis,common_cells,"nand2_1 (71), dfrtp_1 (68), edfxtp_1 (64)",
cts,cts.sinks,133,
cts,insertion_delay,0.42,ns
drt,drtIter0Drc,451,
global_route,grt_pass1_wl,31700,um
outcome,status,"finished clean",
logic_synthesis,ys_cells,666,
cts,h-tree-depth,4,
cts,root_buffer,"clkbuf_16",
logic_synthesis,yosys.area.top_type_share,0.258,
finish,area_delta_synth_final,15.7,%
drt,via_per_inst,6.23,
logic_synthesis,top_area_cell,"edfxtp_1",
floorplan,chipArea,15400,um^2
cts,cts_buffer_depth,2,
timing,fmax,0.230,GHz
worst_setup_path,worstPathMaxFanout,23,
cts,postCtsHoldBufs,0,
placed_design,dpl_cell_area,8000,um^2
placed_design,io_buffers,41,
timing,setup_tns,0,ns
timing,worst_slew_pin_slew,0.889,ns
logic_synthesis,synth_area_per_cell,11.2,um^2
worst_setup_path,critPathRequiredTime,5.52,ns
timing,slew_viol_final,0,
floorplan,coreArea,14500,um^2
floorplan,fp_util,0.512,
drt,drc_errors,0,
cts,clk_pin_slew,0.06,ns
worst_setup_path,worstPathArrival,4.68,ns
logic_synthesis,yosys.stat.chipArea,7440,um^2
logic_synthesis,yosysWarningCount,3,
drt,insertedDiodeCount,0,
logic_synthesis,synth-main-ff-cell,"dfrtp_1",
global_route,track_usage,0.297,
placed_design,hpwl,13700,um
cts,cts_tree,"built",
global_route,grt_max_degree,39,
cts,post_cts_buffers,0,
timing,fin_crit,4.35,ns
floorplan,die-width,124,um
logic_synthesis,area_leaders,"edfxtp_1 (26%), dfrtp_1 (23%), mux4_2 (5.8%), nand2_1 (3.6%), ha_1 (3.4%)",
timing,finalSetupViolations,0,
timing,skew,0.00733,ns
worst_setup_path,end_kind,"flip-flop",
finish,final_area,8610,um^2
logic_synthesis,edf_count,64,
power,fin_total_pwr,4770,uW
floorplan,io_pins,47,
timing,finalClockPeriodUsage,0.837,
cts,cts-resized-gates,0,
drt,vias,5622,
run,warnings,33,
global_route,overflow,0,
power,leakage,0.00335,uW
drt,route.antenna.remaining_nets,0,
logic_synthesis,synthArstFlopShare,0.519,
placed_design,place_congestion,0.938,
logic_synthesis,synth.distinct_cells,79,
worst_setup_path,worstSetupStartpointType,"flip-flop",
cts,cts_made_buffers,17,
logic_synthesis,netlist_area,7440,um^2
finish,finish.utilization,0.592,
drt,wirelength,20100,um
power,irDropWorstVdd,0.000262,V
## worst paths after layout
kind	slack, ns	cells past startpoint	startpoint	end
worst min register to register	0.48	1	state[22]	wram
worst max-delay path	0.85	13	ir[0]	acc[7]
max in group asynchronous	3.20	3	rst	spc[2]
min in group asynchronous	1.04	2	rst	rout[7]
worst min-delay path	0.48	1	state[22]	wram
worst max register to register	0.85	13	ir[0]	acc[7]
## power breakdown
group	total, uW	internal, uW	leakage, uW	switching (uW)
sequential	1490	1290	0.00150	203
clock	1210	689	0.000289	516
combinational	2070	904	0.00156	1170
## placed cells by master, fill, tap and decap left out, types with 4 or more instances in the layout
cell              n
xor2_1            4
dfrtp_1          68
conb_1            6
mux2i_1          17
nor4_1            7
and3_1            4
o31ai_1           5
a221oi_1          5
nand2_1          71
o21a_1            5
inv_1            24
ha_1             20
o21ai_0          37
a22oi_1           7
nand2b_1         15
mux4_2           19
nor2_1           55
nand3_1          16
clkdlybuf4s50_1  41
a22o_1           12
o22ai_1           5
or3_1             5
mux2_2           13
a222oi_1          5
buf_4            19
clkbuf_16        17
inv_2             4
a211oi_1          4
nor3_1           22
o21ai_1           5
inv_8             6
a31oi_1          10
a21oi_1          19
nor2b_1           6
mux2i_4           4
edfxtp_1         64
## cell families after synthesis
family	after synthesis	synth area share
AOI/OAI and AO/OA	157	0.152
adders and majority gates	21	0.0363
DFF	133	0.491
buffers and inverters	75	0.0496
other	1	0.000504
and+or+nand+nor	215	0.137
xor gates and xnor gates	5	0.00589
muxes	59	0.128
## critical path: stages (launching register included)
cell and delay, ns:
dfrtp_1 0.69, buf_4 0.41, mux4_2 0.59, mux2i_4 0.26, and3_1 0.25, mux2_2 0.34
a221oi_1 0.30, ha_1 0.34, nand3_1 0.11, nand2_1 0.07, or3_1 0.36, and3_1 0.19
o221a_1 0.20, o31ai_1 0.18
## state kept, by name, indices dropped and copies added (netlist names)
signal / count
regfile.reg_file: 64
state: 28
acc: 8
ir: 8
pc: 8
rout: 8
spc: 8
wram: 1
## area by class of cell
| type | count | area [um^2] |
|---|---|---|
| clock buffers | 17 | 425 |
| clock inverters | 15 | 186 |
| fillers | 1154 | 5920 |
| inverters | 30 | 126 |
| multi-input cells | 463 | 3440 |
| flip-flops and latches | 133 | 3650 |
| well taps | 184 | 230 |
| repair buffers | 60 | 553 |
## per-layer routing
layer	vias up	share of wire	GRT usage
li1	2593	-	-
met1	2756	0.45	0.488
met2	249	0.46	0.428
met3	24	0.074	0.0855
met4	0	0.015	0.0454
met5	-	0	0
## through the flow
step / worst slack (ns) / std cells / hold slack, ns
after global placement: 0.893 / 870 / 0.459
final: 0.848 / 902 / 0.477
after floorplan: 1.49 / 671 / 0.402
after CTS: 0.817 / 902 / 0.472
after global routing: 0.475 / 902 / 0.514
after detailed placement: 0.819 / 870 / 0.455
No activity file was given, so power comes from the tool's default toggle rates.
